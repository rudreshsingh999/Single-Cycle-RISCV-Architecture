==> /design/flow/constraint.sdc <==
current_design Control_Unit

set clk_period 1.2
set clk_io_pct 0.2

create_clock -name clk0 -period $clk_period [get_ports {clk}]

set non_clock_inputs [all_inputs -no_clocks]
set_input_delay [expr $clk_period * $clk_io_pct] -clock clk0 $non_clock_inputs
set_output_delay [expr $clk_period * $clk_io_pct] -clock clk0 [all_outputs]
==> /design/flow/design.v <==
`timescale 1ns / 1ps
module ALU(
    input [31:0] inp1,
    input [31:0] inp2,
    input [3:0] ctrl,
    output reg [31:0] out1
    );
    always @ (inp1 or inp2 or ctrl)
    begin
        case (ctrl)
            4'b1000: out1 = inp1 + inp2;
            4'b1010: out1 = inp1 - inp2;
            4'b1100: out1 = inp1 & inp2;
            4'b1101: out1 = inp1 | inp2;
            4'b0000: out1 = inp1 << inp2;
            4'b0010: out1 = inp1 >> inp2;   
        endcase
    end
endmodule
`timescale 1ns / 1ps
module Instr_fetch(
    input clk,
    input reset,
    output [31:0]Instr_Code
    );
    reg [31:0]PC;
    Inst_Memory im(PC, reset, Instr_Code);
    always @ (posedge clk, negedge reset)
    begin
        if(reset == 0)
            PC = 32'b0;
        else
            PC = PC + 4;
    end
endmodule
`timescale 1ns / 1ps
module Inst_Memory(
    input [31:0]PC,
    input reset,
    output [31:0] Instr_Code
    );
    reg [7:0] Mem[35:0];
    assign Instr_Code = {Mem[PC+3], Mem[PC+2], Mem[PC+1], Mem[PC]};
    always @ (reset)
    begin
        if(reset == 0)
        begin
            Mem[3] = 8'hfc;
            Mem[2] = 8'h20;
            Mem[1] = 8'h00;
            Mem[0] = 8'h02;
            Mem[7] = 8'hfc;
            Mem[6] = 8'h00;
            Mem[5] = 8'h00;
            Mem[4] = 8'h03;
            Mem[11] = 8'hfc;
            Mem[10] = 8'h40;
            Mem[9] = 8'h00;
            Mem[8] = 8'h08;
            Mem[15] = 8'h00;
            Mem[14] = 8'h61;
            Mem[13] = 8'h10;
            Mem[12] = 8'h20;
            Mem[19] = 8'h00;
            Mem[18] = 8'h82;
            Mem[17] = 8'h00;
            Mem[16] = 8'h22;
            Mem[23] = 8'h01;
            Mem[22] = 8'h8d;
            Mem[21] = 8'h01;
            Mem[20] = 8'h40;
            Mem[27] = 8'h00;
            Mem[26] = 8'h01;
            Mem[25] = 8'h10;
            Mem[24] = 8'h20;
        end
    end
endmodule
`timescale 1ns / 1ps
module Mux(
    input sel,
    input [31:0]data1,
    input [31:0]data2,
    output reg [31:0] out
    );
    always @ (data1 or data2)
    begin
        if(sel == 0)
            out = data1;
        else
            out = data2;
    end
endmodule
`timescale 1ns / 1ps
module Register_file(
    input [31:0] wr_data,
    input [4:0] wr_reg,
    input [4:0] rd_reg1,
    input [4:0] rd_reg2,
    input reset,
    output reg [31:0] rd_data1,
    output reg [31:0] rd_data2
    );
    reg [31:0] Mem[31:0];
    always @ (wr_data or wr_reg)
        Mem[wr_reg] = wr_data;
    always @ (rd_reg1 or rd_reg2)
    begin
        rd_data1 = Mem[rd_reg1];
        rd_data2 = Mem[rd_reg2];
    end
    always @ (reset)
    begin
        if(reset == 0)
        begin
            Mem[3] = 0;
            Mem[2] = 0;
            Mem[1] = 0;
            Mem[0] = 0;
            Mem[4] = 0;
            Mem[5] = 0;
            Mem[6] = 0;
            Mem[7] = 0;
            Mem[8] = 0;
            Mem[9] = 0;
            Mem[10] = 0;
            Mem[11] = 0;
        end
    end    
endmodule
`timescale 1ns / 1ps
module Sign_ext1(
    input [4:0] inp,
    output [31:0] out
    );
    assign out = {27'b0, inp};
endmodule
`timescale 1ns / 1ps
module Sign_ext2(
    input [20:0] inp,
    output [31:0] out
    );
    assign out = {11'b0, inp};
endmodule
`timescale 1ns / 1ps
module Control_Unit(
    input clk,
    input reset,
    output [31:0] wr2
    );
    wire [31:0] Instr_Code;
    wire [31:0] wr1;
    wire [31:0] reg_wr;
    wire [31:0] rd1;
    wire [31:0] rd2;
    wire [31:0]rd2o;
    wire [31:0] rd2f;
    Instr_fetch ife(clk, reset, Instr_Code);
    Register_file rf(reg_wr, Instr_Code[25:21], Instr_Code[20:16], Instr_Code[15:11], reset, rd1, rd2);
    Mux m2(Instr_Code[5], rd2o, rd2, rd2f);
    Sign_ext1 ex1(Instr_Code[10:6], rd2o);  
    Sign_ext2 ex2(Instr_Code[20:0], wr1);
    ALU alu(rd1, rd2f, {Instr_Code[5], Instr_Code[2:0]}, wr2);
    Mux m1(Instr_Code[31], wr2, wr1, reg_wr);
endmodule
==> /design/flow/config.mk <==
export PLATFORM = sky130hd
export DESIGN_NAME = Control_Unit
export DESIGN_NICKNAME = Control_Unit
export VERILOG_FILES = /design/flow/design.v
export SDC_FILE = /design/flow/constraint.sdc
export NUM_CORES = 4
export LEC_CHECK = 1
export CORE_UTILIZATION = 30
==> /design/flow/run.sh <==
#!/bin/bash
# OpenROAD 26Q1-2900-gdf79404cd8, Yosys 0.63+post, stock flow scripts
make -C /OpenROAD-flow-scripts/flow DESIGN_CONFIG=/design/flow/config.mk WORK_HOME=/design/flow/orfs finish
==> flow_summary.json <==
{
  "status": "completed",
  "cp.required_ns": 1.29,
  "vdd.ir_drop.worst_uv": 332,
  "maxSlewViolCount": 0,
  "synth_simple_gate_area_share": 0.204,
  "ys_sh_aoi": 0.245,
  "timing.critical_path.buf_inv": 0,
  "number_of_cts_inserted_buffers": 3,
  "leading_register_cell_type_out_of_synthesis": "sky130_fd_sc_hd__dlxtn_1",
  "worst_clock_skew_ns": 0.00176,
  "antenna_violating_nets_post_route": 0,
  "post-route-drc-count": 0,
  "grt_setup_unrepaired": "no",
  "final.period_utilization": 0.847,
  "gp_congestion": 0.869,
  "slew_headroom": 0.526,
  "place.detailed.hpwl_um": 8220,
  "setup.worst_path.end_class": "flip-flop",
  "fp-utilization": 0.308,
  "min_period_ns": 1.02,
  "floorplan_die_area_um2": 15500,
  "synthesis.area_um2": 4500,
  "timing.critical_path.from_type": "flip-flop",
  "die_w_um": 124,
  "post_synth_cell_types": 52,
  "clock.fmax_mhz": 984,
  "synth_cells": 591,
  "place.detailed.instances": 857,
  "postCtsResizedCells": 0,
  "power.density_cell_area_nw_per_um2": 139,
  "ys_cells": 591,
  "grt_max_degree": 34,
  "root_buffer": "sky130_fd_sc_hd__clkbuf_16",
  "post_cts.repair.setup_buffers": 0,
  "tool_warnings": 29,
  "cellLeakagePower_nw": 2.40,
  "synth-area-yosys_um2": 4500,
  "unclocked_pins": 96,
  "register_bit_count_reported_by_yosys": 100,
  "highest_delay_cell_along_the_critical_path": "sky130_fd_sc_hd__dfrtp_1",
  "yosys_warnings": 1032,
  "cts.htree.levels": 1,
  "worst-path-max-fanout": 7,
  "critPathArrivalTime_ns": 1.11,
  "hp-class": "input port to asynchronous set/reset pin",
  "ys_async_sr_fraction": 0.0400,
  "crit_path_max_incr_delay_ns": 0.40,
  "enable_flop_cells": 0,
  "setup_viol_count_final": 0,
  "post-route-util": 0.368,
  "cts_hold_repair.buffers": 0,
  "layout_cells_sized_above_1": 0.0385,
  "first_pass_iters": 4,
  "worst_skew_pair.late_latency_ns": 0.22,
  "xor_area_frac": 0.0565,
  "global_route_wire_length_before_repair_um": 19200,
  "die_height_um": 124,
  "fillerInstances": 1537,
  "post-place-ws_ns": 0.190,
  "antenna_violations_before_repair": 0,
  "vias": 4016,
  "port_buffers": 33,
  "crit_type": "flip-flop to flip-flop",
  "cap_viol_max_count": 0,
  "avgViaCountPerCell": 4.67,
  "synthesis.area_per_instance_um2": 7.61,
  "placementRows": 44,
  "fin_setup_tns_ns": 0,
  "diode_count": 0,
  "drt_iter0_drc": 124,
  "cts.path.max_buffers": 2,
  "final-instance-count-excl-fill": 860,
  "adder_share": 0.110,
  "cts_tree": "done",
  "pin_count": 34,
  "crit_family": "flip-flops",
  "ys_top_logic_family": "AND-OR/OR-AND gates",
  "first_global_vias": 3894,
  "unconstrained_endpoints": 128,
  "route.detailed.wl_per_inst_um": 12.7,
  "report.final.hold_viol_count": 0,
  "design.core.area_um2": 14600,
  "mux_share": 0.00668,
  "cts.reportedPaths.clkPinSlew_ns": 0.03,
  "total_routing_usage_gr": 0.150,
  "final.setup.worst_slack_ns": 0.184,
  "layout_overhead_on_the_synthesized_area_pct": 19.4,
  "grt_overflow_total": 0,
  "routed_wl_um": 10900,
  "crit_path_cells": "ha_1 > xor2_1",
  "tightestPinTransition_ns": 0.711
}
## power breakdown
part / internal [mW] / total [mW] / switching (mW)
Clock: 0.425 / 0.514 / 0.0888
Combinational: 0.00289 / 0.0235 / 0.0206
Sequential: 0.211 / 0.211 / 0
Total: 0.639 / 0.748 / 0.109
## worst register-to-register path, cell delays in order (launching register included)
cell and delay [ns]:
sky130_fd_sc_hd__dfrtp_1 0.40, sky130_fd_sc_hd__ha_1 0.31, sky130_fd_sc_hd__xor2_1 0.17
## path summary, 6_finish.rpt
kind | from | endpoint | slack [ns] | cells past startpoint
max in group asynchronous | reset | ife.PC[2]$_DFF_PN0_ | 0.81 | 1
hold / removal | reset | ife.PC[5]$_DFF_PN0_ | 0.22 | 1
setup / recovery | ife.PC[2]$_DFF_PN0_ | ife.PC[4]$_DFF_PN0_ | 0.18 | 2
min in group clk0 | ife.PC[5]$_DFF_PN0_ | ife.PC[5]$_DFF_PN0_ | 0.47 | 1
setup reg to reg | ife.PC[2]$_DFF_PN0_ | ife.PC[4]$_DFF_PN0_ | 0.18 | 2
hold reg to reg | ife.PC[5]$_DFF_PN0_ | ife.PC[5]$_DFF_PN0_ | 0.47 | 1
## cells by family after synthesis
family,Yosys count
other,1
buffers and inverters,41
AND-OR/OR-AND,181
multiplexers,3
adder cells (fa/ha/maj),39
flip-flops,4
AND/OR/NAND/NOR,197
latches,96
XOR/XNOR,29
## area by class of cell
type,count,area (um^2),share of cell area
clock buffers,3,75.1,0.0140
inverters,15,56.3,0.0105
multi-input cells,513,3050,0.567
flip-flops and latches,100,1540,0.287
well taps,184,230,0.0429
repair buffers,45,420,0.0783
## cells in the mapped netlist, types with 3 or more instances
cell	instances	share of area
sky130_fd_sc_hd__nor3_1	9	0.010
sky130_fd_sc_hd__nor4b_1	3	0.0058
sky130_fd_sc_hd__a211oi_1	5	0.0083
sky130_fd_sc_hd__buf_1	3	0.0025
sky130_fd_sc_hd__nor2b_1	5	0.0070
sky130_fd_sc_hd__a31oi_1	6	0.0083
sky130_fd_sc_hd__dfrtp_1	4	0.022
sky130_fd_sc_hd__o21bai_1	5	0.0083
sky130_fd_sc_hd__inv_1	15	0.013
sky130_fd_sc_hd__xnor2_1	15	0.029
sky130_fd_sc_hd__o31ai_1	4	0.0067
sky130_fd_sc_hd__a21o_1	22	0.037
sky130_fd_sc_hd__nand2b_1	4	0.0056
sky130_fd_sc_hd__ha_1	38	0.11
sky130_fd_sc_hd__a21oi_1	62	0.069
sky130_fd_sc_hd__and2_1	27	0.038
sky130_fd_sc_hd__nand3_1	10	0.011
sky130_fd_sc_hd__xor2_1	14	0.027
sky130_fd_sc_hd__o21ai_0	54	0.060
sky130_fd_sc_hd__clkbuf_1	23	0.019
sky130_fd_sc_hd__a22o_1	3	0.0058
sky130_fd_sc_hd__nor2_1	19	0.016
sky130_fd_sc_hd__and3_1	3	0.0042
sky130_fd_sc_hd__nand2_1	105	0.088
sky130_fd_sc_hd__mux2i_1	3	0.0067
sky130_fd_sc_hd__dlxtn_1	96	0.32
sky130_fd_sc_hd__nor3b_1	3	0.0050
## through the flow
| step | area [um^2] | hold WS [ns] | power [mW] |
|---|---|---|---|
| 2_1_floorplan | 4730 | -0.0556 | 0.228 |
| 5_1_grt | 5370 | 0.244 | 0.778 |
| 3_3_place_gp | 5300 | 0.456 | 0.235 |
| 4_1_cts | 5370 | 0.231 | 0.755 |
| 6_report | 5370 | 0.223 | 0.748 |
| 3_5_place_dp | 5300 | 0.459 | 0.236 |
## routing by layer
layer	GRT usage	routed length [um]	vias up
met5	0	0	-
met4	0.0269	170	0
met3	0.00744	322	12
met2	0.243	4870	69
met1	0.228	5560	1775
li1	-	-	2160
## registers in the layout, indices dropped and copies added, names as in the netlist
register and flops:
rf.Mem 64, ife.PC 4, alu.out1 32
## cells in the final DEF (no fill, tap or decap), types with 6 or more instances in the layout
master / instances
sky130_fd_sc_hd__a21o_1: 22
sky130_fd_sc_hd__a21oi_1: 61
sky130_fd_sc_hd__a31oi_1: 6
sky130_fd_sc_hd__and2_1: 27
sky130_fd_sc_hd__buf_4: 12
sky130_fd_sc_hd__clkdlybuf4s50_1: 33
sky130_fd_sc_hd__conb_1: 64
sky130_fd_sc_hd__dlxtn_1: 96
sky130_fd_sc_hd__ha_1: 38
sky130_fd_sc_hd__inv_1: 15
sky130_fd_sc_hd__nand2_1: 105
sky130_fd_sc_hd__nand3_1: 10
sky130_fd_sc_hd__nor2_1: 19
sky130_fd_sc_hd__nor3_1: 8
sky130_fd_sc_hd__o21ai_0: 54
sky130_fd_sc_hd__xnor2_1: 15
sky130_fd_sc_hd__xor2_1: 14
Power figures rest on the tool's default switching activity, not on a simulated workload.
